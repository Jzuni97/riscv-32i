==> design.v <==
`timescale 1ns / 1ps
module adder #(parameter WIDTH = 32) (
    input wire [WIDTH-1:0] a, b,
    output wire [WIDTH-1:0] y
);
    assign y = $signed(a) + $signed(b);
endmodule
`timescale 1ns / 1ps
module datapath(
    input wire clk,
    input wire reset,
    input wire [31:0] mem_instr,         
    input wire [31:0] mem_read_data,     
    output wire [31:0] mem_instr_addr,   
    output wire [31:0] mem_data_addr,    
    output wire [31:0] mem_write_data,   
    output wire mem_data_read,           
    output wire mem_data_write,          
    input wire [1:0] result_src,         
    input wire [3:0] alu_control,        
    input wire [1:0] imm_src,            
    input wire alu_src,                  
    input wire pc_src,                   
    input wire pc_jal_src,               
    input wire reg_write,                
    input wire mem_write,                
    output wire [31:0] instrD,           
    output wire [31:0] pc,               
    output wire zero,                    
    output wire [31:0] rs1D, rs2D, rs1E, rs2E,
    output wire [31:0] rdD, rdE, rdM, rdW
);
    wire [31:0] pcD, pcE;
    wire [31:0] pc_nextF, pc_plus4F, pc_plus4D, pc_plus4E, pc_plus4M, pc_plus4W, pc_targetE, branch_jump_targetF;
    wire [31:0] rd1D, rd2D, rd1E, rd2E;
    wire [31:0] imm_extD, imm_extE;
    wire [31:0] alu_resultE;
    wire [31:0] resultW;
    mux2 jmux(pc_targetE, alu_resultE, pc_jal_src, branch_jump_targetF);
    mux2 pcmux(pc_plus4F, branch_jump_targetF, pc_src, pc_nextF);
    flopr pcflop(clk, reset, pc_nextF, pc);
    adder pcadd4(pc, 32'd4, pc_plus4F);
    if_id pipereg0(
        clk,
        reset,
        mem_instr,
        pc,
        pc_plus4F,
        instrD,
        pcD,
        pc_plus4D
    );
    assign rs1D = instrD[19:15];
    assign rs2D = instrD[24:20];
    assign rdD = instrD[11:7];
    regfile rf(clk, reg_write, resultW, rs1D, rs2D, rdW, rd1D, rd2D);
    imm_extend ext(instrD, imm_src, imm_extD);
endmodule
`timescale 1ns / 1ps
module flopr #(parameter WIDTH = 8) (
    input wire clk, reset,
    input wire [WIDTH - 1:0] d,
    output reg [WIDTH - 1:0] q
);
    always @(posedge clk or posedge reset) begin
        if (reset) q <= 0;
        else q <= d;
    end
endmodule
`timescale 1ns / 1ps
module if_id(
    input wire clk,
    input wire reset,
    input wire [31:0] instrF, pcF, pc_plus4F,
    output reg [31:0] instrD, pcD, pc_plus4D
);
    always @(posedge clk or posedge reset) begin
        if (reset) begin
            instrD <= 0;
            pcD <= 0;
            pc_plus4D <= 0;
        end
        else begin
            instrD <= instrF;
            pcD <= pcF;
            pc_plus4D <= pc_plus4F;
        end
    end
endmodule
`timescale 1ns / 1ps
module imm_extend(
    input wire [31:0] instr,     
    input wire [1:0] imm_src,    
    output reg [31:0] imm_ext    
);
    always @(*) begin
        case (imm_src)
            2'b00: imm_ext = { {20{instr[31]}}, instr[31:20] };  
            2'b01: imm_ext = { {20{instr[31]}}, instr[31:25], instr[11:7] };  
            2'b10: imm_ext = { {19{instr[31]}}, instr[31], instr[7], instr[30:25], instr[11:6], 1'b0 };  
            2'b11: imm_ext = { {11{instr[31]}}, instr[31], instr[19:12], instr[20], instr[30:21], 1'b0 };  
            default: imm_ext = 32'b0;
        endcase
    end
endmodule
`timescale 1ns / 1ps
module mux2 #(parameter WIDTH = 8) (
    input wire [WIDTH-1:0] a,
    input wire [WIDTH-1:0] b,
    input wire sel,
    output wire [WIDTH-1:0] y
);
    assign y = (sel) ? b : a;
endmodule
`timescale 1ns / 1ps
module regfile(
    input wire clk,
    input wire we,
    input wire [31:0] wd,            
    input wire [4:0] rs1, rs2, rd,   
    output wire [31:0] rd1, rd2      
);
    reg [31:0] regs[31:0];
    integer i;
    initial begin
        for (i = 0; i < 32; i = i + 1) begin
           regs[i] = 32'b0; 
        end
    end
    assign rd1 = (rs1 == 5'b00000) ? 32'b0 : regs[rs1];
    assign rd2 = (rs2 == 5'b00000) ? 32'b0 : regs[rs2];
    always@(posedge clk) begin
        if (we && rd != 5'b00000) begin  
            regs[rd] <= wd;
        end
    end
endmodule
==> run.sh <==
#!/bin/bash
# OpenROAD 26Q1-2900-gdf79404cd8, Yosys 0.63+post, stock flow scripts
make -C /OpenROAD-flow-scripts/flow DESIGN_CONFIG=/design/flow/config.mk WORK_HOME=/design/flow/orfs finish
==> config.mk <==
export PLATFORM = sky130hd
export DESIGN_NAME = datapath
export DESIGN_NICKNAME = datapath
export VERILOG_FILES = /design/flow/design.v
export SDC_FILE = /design/flow/constraint.sdc
export NUM_CORES = 4
export LEC_CHECK = 1
export CORE_AREA = 10 10 197 197
export DIE_AREA = 0 0 207 207
==> constraint.sdc <==
current_design datapath

set clk_period 1.2
set clk_io_pct 0.2

create_clock -name clk0 -period $clk_period [get_ports {clk}]

set non_clock_inputs [all_inputs -no_clocks]
set_input_delay [expr $clk_period * $clk_io_pct] -clock clk0 $non_clock_inputs
set_output_delay [expr $clk_period * $clk_io_pct] -clock clk0 [all_outputs]
==> writeup.txt <==
Pin placement for this block handled 498 I/O pins. The flow ran to the end, and the final reports show no timing, DRC or antenna violations. The run gives 0 as the overall overflow remaining after global route.

In the routed netlist, the antenna diode instances number 0. The cell area after synthesis is 3891 µm². The synthesized netlist was found by Yosys to have 431 cells. The report lists the cells along the critical path as dlygate4sd2_1. On the critical path the largest part of the delay comes from flip-flops. The buffering stage count on the worst path with inverters included came out at 1.

Entering global routing, the biggest net connects 23 pins. With the number of pins with negative max-slew slack in the final report at 0, the fmax is 844.1 MHz. With the total global-route track usage at 0.03593, the post-detailed-route via-to-cell ratio is 1.773. The run gives 0.01533 ns as the worst setup slack after layout. TritonCTS built the clock tree. After the first detailed-routing iteration, the DRC count stood at 28.

The chip occupies 42850 µm². With the chip area line of the yosys report at 3891 µm², the count of nets left with antenna violations after detail routing is 0. CTS added clock buffers totalling 5. The report lists the number of standard-cell rows as 68. Setup repair after global routing could not meet its margin everywhere. The worst min-delay path category is in2async. The sequential area share after synthesis came out at 0.2444.

The wire-length estimate of the detail-placed layout is 8.511 mm. In the final routed layout, each cell accounts on average for 9.353 µm. The worst setup path is captured at an output port. The standard cell with the maximum stage delay on the critical path was dfrtp_1.

With the stage-log warning count at 71, the final weighted congestion of routability-driven global placement is 0.7145. The core utilization before placement was 0.1126; the worst slack at placement was 0.07902 ns. Among logic cells in the layout, the one with the most instances is conb_1. The clock sink count is 38, and the H-tree depth is 2.

The fraction of the cycle the final worst path needs was 0.9872; the number of warning messages in the yosys log was 290. The number of global-route vias before repair was 2242; the hold buffer count at CTS was 0. The cell sitting at the root of the clock tree is a clkbuf_16.

The number of search-and-repair iterations in the first detailed-routing pass is 3. The proportion of layout cells with a drive suffix above 1 is 0.02907, and the number of endpoints failing setup at the final stage is 0. The tools report the worst reg2reg path startpoint as pcflop.q[2]. The minimum clock period after layout came out at 1.185 ns.

After clock tree synthesis, the clock-pin slew on the worst setup and hold paths is 0.06 ns. Looking at the setup timing report, the critical path kind is reg2out. The overall power consumption is 0.003005 W, and the delay of the slowest cell on the worst path is 0.41 ns.

The height of the die came out at 207 µm. The final clock skew was 0.0009868 ns; the count of different cell masters after synthesis was 9. The count of unresolved DRC violations after routing is 0. Looking at the clock tree report, the maximum root-to-sink buffer count equals 2. The register bit count reported by yosys works out to 38. The logs give 0.4718 mV for the maximum vdd drop and 2.200 nW for the leakage power figure. For reference, the critical path is launched at pipereg0.instrD[9]. In the final timing run, aggregate negative setup slack is 0 ns. The final route contains 1722 vias. At the worst endpoint, the arrival time is 0.94 ns.

The report counts max-capacitance violations totalling 0. The maximum fanout along the worst path works out to 2. The run gives 12.69 mm as the wire length of the first global-routing pass. The total power divided by cell area came out at 754.6 nW/µm². The average instance in the mapped netlist occupies 9.028 µm². The buffer_ports step reported a buffer count of 86. The most common logic cells in the final layout are conb_1, dlygate4sd2_1, dfrtp_1, clkdlybuf4s50_1, buf_4. Counting endpoints that fail hold in the final report gives 0. The initial antenna violation count was 0; the clock latency on the worst-skew pair was 0.27 ns. For the worst setup path, the data required time is 0.96 ns. After detailed routing, the total wire length is 9.082 mm. From left edge to right edge, the die measures 207 µm. With the core area at 34540 µm², the synthesized instance count is 431. The area growth from synthesis to layout is 2.347%. STA classifies the critical path startpoint as a flip-flop.
power by group:
part	internal [W]	total, W	leakage, nW	switching, W
Clock	0.000822	0.00133	0.0729	0.000508
Sequential	0.00134	0.00135	0.447	0.0000174
Combinational	0.000176	0.000321	1.68	0.000146
cell usage after synthesis:
| library cell | instances | area [µm²] |
|---|---|---|
| dfrtp_1 | 38 | 950.9 |
| buf_4 | 381 | 2860 |
| conb_1 | 1 | 3.750 |
| and3_1 | 1 | 6.260 |
| nand3_1 | 3 | 15.01 |
| xor2_1 | 1 | 8.760 |
| inv_1 | 2 | 7.510 |
| xnor2_1 | 3 | 26.28 |
| ha_1 | 1 | 12.51 |
cell type report:
cell class	instances	area, µm²
fillers	4021	30560
multi-input cells	375	1443
flip-flops and latches	38	950.9
repair buffers	93	860.8
well taps	455	569.3
clock buffers	6	138.9
clock inverters	2	12.51
inverters	2	7.507
cells by family (layout without fill, tap and decap cells):
group,after synthesis,after routing,synth area share
flops,38,38,0.2444
other cells,1,366,0.0009637
xor+xnor,4,4,0.009005
fa+ha+maj,1,1,0.003215
buf+inv,383,103,0.7370
simple gates,4,4,0.005466
worst paths after layout:
check                                 endpoint  slack [ns]  cells after the start
max reg2reg                        pcflop.q[6]        0.18                      4
max                                     rdD[2]        0.02                      1
min reg2reg                        pcflop.q[7]        0.48                      1
min in group clk0          pipereg0.instrD[27]        0.40                      1
min                                pcflop.q[7]        0.31                      3
max in group asynchronous   pipereg0.instrD[6]        0.67                      3
worst reg2reg max path, delay by kind of cell (launching register included):
family / cells / cell delay [ns]
buf+inv: 1 / 0.14
flops: 1 / 0.37
xor+xnor: 1 / 0.12
fa+ha+maj: 1 / 0.21
simple gates: 1 / 0.09
metal layers:
layer,global-route usage,routed length [µm]
met3,0.01973,1183
met2,0.06937,4853
met4,0.004516,95
met1,0.03243,2950
met5,0,0
what timing repair did:
action                                  in CTS  in global routing
endpoints found under the setup margin      53                  3
buffers inserted                             2                  0
resized                                     53                  1
gates cloned                                 0                  0
metrics by stage:
step / util / hold WS (ns) / instances / cell area, µm²
floorplan: - / 0.2714 / 796 / 5261
global placement: 0.1124 / 0.4643 / 961 / 3881
detailed placement: 0.1124 / 0.4697 / 961 / 3881
CTS: 0.1153 / 0.3090 / 971 / 3981
global route: 0.1153 / 0.3440 / 971 / 3983
finish: 0.1153 / 0.3098 / 971 / 3983
registers in the layout, indices dropped and copies added, names as in the netlist:
signal / count
pcflop.q: 6
pipereg0.instrD: 32
Power figures rest on the tool's default switching activity, not on a simulated workload.
